==> flow/config.mk <==
export PLATFORM = sky130hd
export DESIGN_NAME = ALUMux
export DESIGN_NICKNAME = ALUMux
export VERILOG_FILES = /design/flow/design.v
export SDC_FILE = /design/flow/constraint.sdc
export NUM_CORES = 4
export LEC_CHECK = 1
export CORE_AREA = 10 10 70 70
export DIE_AREA = 0 0 80 80
==> flow/run.sh <==
#!/bin/bash
# OpenROAD 26Q1-2900-gdf79404cd8, Yosys 0.63+post, stock flow scripts
make -C /OpenROAD-flow-scripts/flow DESIGN_CONFIG=/design/flow/config.mk WORK_HOME=/design/flow/orfs finish
==> flow/constraint.sdc <==
current_design ALUMux

set clk_period 1.0
set clk_io_pct 0.2

create_clock -name clk0 -period $clk_period

set non_clock_inputs [all_inputs -no_clocks]
set_input_delay [expr $clk_period * $clk_io_pct] -clock clk0 $non_clock_inputs
set_output_delay [expr $clk_period * $clk_io_pct] -clock clk0 [all_outputs]
==> flow/design.v <==
module ALUMux #(
    parameter DATA_WIDTH = 32
) (
    input logic                     ALUsrc,
    input logic  [DATA_WIDTH-1:0]   in0,
    input logic  [DATA_WIDTH-1:0]   in1,
    output logic [DATA_WIDTH-1:0]   Out
);
always_comb
begin
    case(ALUsrc)
    1'b0: Out = in0;
    1'b1: Out = in1;
    default: Out = in0;
    endcase
end
endmodule
==> job_summary.md <==
## Implementation flow summary

| Metric | Value |
|---|---|
| Max-slew violations | 0 |
| Area growth syn-to-layout | 183.4% |
| # setup viols final | 32 |
| Number of global-route vias before repair | 716 |
| Ports | 97 |
| Yosys aoi share | 0 |
| OpenROAD warning count | 34 |
| Die width | 80 um |
| Crit path DAT | 0.89 ns |
| Most frequent logic cells in the routed design | dlygate4sd2_1, mux2_4, buf_6 |
| Initial antenna violation count | 0 |
| Core Area | approximately 3400 um^2 |
| Main logic family | multiplexers |
| Post-CTS Setup Bufs | 0 |
| Xor+xnor area frac | 0 |
| GRT Residual Overflow | 0 |
| Seq/Total Area, Yosys | 0 |
| WS Path Type | input port to output port |
| Sequential cell area | 0 um^2 |
| Most frequent logic cell in the layout | dlygate4sd2_1 |
| Startpoint Class | input port |
| FP Core Util | 0.1593 |
| Post-route insts no fill | between 150 and 200 |
| Share of post-route cells with drive strength above 1 | 0.5224 |
| Yosys warning count | 1 |
| Unrepaired setup endpoints after global routing | true |
| Die ar. | approximately 6400 um^2 |
| Status | complete, but fails checks |
| Drt initial violations | 12 |
| Failing checks | negative setup slack |
| FP Rows | 21 |
| CP Max Fanout | 5 |
| DRT Pass-1 Iters | 2 |
| Fmax | slightly above 0.9 GHz |
| Routed WL per cell | 15.44 um |
| Mapped Area | ~540 um^2 |
| Avg Inst Size Synth | approximately 15 um^2 |
| Via density | 3.739 |
| Placed insts | roughly 180 |
| Final worst setup slack | -0.09023 ns |
| Seq_cells | 0 |
| Cell Type Count | 4 |
| Die span in y | roughly 80 um |
| CLK BUF | 0 |
| IO Port Bufs | between 90 and 100 |
| Gr usage total | 0.07897 |
| Chip Area, Yosys | 544.3 um^2 |
| First-pass GRT wire length | 4091 um |
| Final TNS setup | -2.321 ns |
| Worst setup EP type | output port |
| Area fraction in mux cells | 0.8690 |
| Worst slew pin tran | just over 0.08 ns |
| Hold Crit Class | input port to output port |
| Number of diodes | 0 |
| CP required | 0.80 ns |
| Final hold vios | 0 |
| Final Routed Wirelength | about 2800 um |
| Tcrit/Tclk final | 1.090 |
| GPL Wtd Cong | 0.7927 |
| Synth Instances | 36 |
| # Cells Yosys | 36 |
| Pre-CTS WS | -0.5019 ns |
| DRC violations left | 0 |
| Synthesized-area fraction occupied by adder cells | 0 |
| Finished Core Util | 0.4516 |
| Vias | 673 |
| ANT nets after route | 0 |
| Basic Gates by Area | 0 |
| Max VDD drop | 150.1 uV |
| Max-Cap Viols | 0 |
| Pwr dens | 391.8 nW/um^2 |
| Largest net degree at the start of global routing | 12 |
| Period minus WS final | ~1.1 ns |
| Leak | roughly 0.84 nW |
| Headroom to the max-slew limit | 0.9446 |
layer usage:
metal	vias to the layer above	GRT usage	routed length, um
li1	335	-	-
met1	287	0.08701	1052
met2	51	0.1364	1300
met3	0	0.04545	427
met4	0	0	0
met5	-	0	0
what timing repair did:
item,in CTS,in global routing
endpoints found under the setup margin,32,32
hold buffers,0,0
cloned,2,1
gates resized,188,6
power by group:
group	leakage [nW]	total (mW)	switching [mW]	internal, mW
clock network	0	0	0	0
logic	0.840	0.604	0.133	0.471
registers	0	0	0	0
total	0.840	0.604	0.133	0.471
stage by stage:
stage | hold WS, ns | instance area (um^2) | total power [mW]
2_1_floorplan | 0.4977 | 544.3 | 0.2063
3_3_place_gp | 1.357 | 1524 | 0.6490
3_5_place_dp | 1.352 | 1524 | 0.6494
4_1_cts | 0.7976 | 1480 | 0.5814
5_1_grt | 0.8096 | 1543 | 0.6457
6_report | 0.7951 | 1543 | 0.6044
cell usage after synthesis:
cell,instances,area share
mux2_4,30,0.83
buf_6,1,0.021
mux2_2,2,0.041
buf_12,3,0.11
logic make-up after synthesis:
kind of cell,Yosys count
mux,32
buf+inv,4
worst paths after layout:
path / slack, ns / to / start / cells past startpoint
worst min-delay path: 0.80 / Out[23] / in0[23] / 3
worst max-delay path: -0.09 / Out[20] / ALUsrc / 4
worst max-delay path, cell delays in order:
cell,delay [ns]
buf_12,0.13
clkbuf_16,0.16
mux2_4,0.30
buf_6,0.11
cell type report:
class | count | area (um^2)
fill | 343 | 1873
tap | 46 | 57.56
timing repair buffer | 102 | 1005
multi-input combinational | 32 | 480.5
Power and IR drop assume default switching activity.
