==> flow/design.v <==
module regFile #(
    parameter DATA_WIDTH = 32,
    parameter ADDRESS_WIDTH = 5
)(
    input logic                         clk,
    input logic                         WE3,
    input logic   [ADDRESS_WIDTH-1:0]   AD1,
    input logic   [ADDRESS_WIDTH-1:0]   AD2,
    input logic   [ADDRESS_WIDTH-1:0]   AD3,
    input logic   [DATA_WIDTH-1:0]      WD3,
    output logic  [DATA_WIDTH-1:0]      RD1,
    output logic  [DATA_WIDTH-1:0]      RD2,
    output logic  [DATA_WIDTH-1:0]      a0
);
logic [DATA_WIDTH-1:0] rom_array[2**ADDRESS_WIDTH-1:0];
always_ff @(posedge clk) begin
    RD1 <= rom_array[AD1];
    RD2 <= rom_array[AD2];
    a0 <= rom_array[AD3];
    if (WE3) rom_array[AD3] <= WD3;
end
endmodule
==> flow/run.sh <==
#!/bin/bash
# OpenROAD 26Q1-2900-gdf79404cd8, Yosys 0.63+post, stock flow scripts
make -C /OpenROAD-flow-scripts/flow DESIGN_CONFIG=/design/flow/config.mk WORK_HOME=/design/flow/orfs finish
==> flow/config.mk <==
export PLATFORM = sky130hd
export DESIGN_NAME = regFile
export DESIGN_NICKNAME = regFile
export VERILOG_FILES = /design/flow/design.v
export SDC_FILE = /design/flow/constraint.sdc
export NUM_CORES = 4
export LEC_CHECK = 1
export CORE_UTILIZATION = 40
==> flow/constraint.sdc <==
current_design regFile

set clk_period 8.9
set clk_io_pct 0.2

create_clock -name clk0 -period $clk_period [get_ports {clk}]

set non_clock_inputs [all_inputs -no_clocks]
set_input_delay [expr $clk_period * $clk_io_pct] -clock clk0 $non_clock_inputs
set_output_delay [expr $clk_period * $clk_io_pct] -clock clk0 [all_outputs]
==> impl_metrics.yaml <==
# synthesis and place-and-route metrics
run_status:
  status: "complete, no violations"
synth:
  synth-seq-area-share_pct: 56.4
  yosys.area.top_type: "edfxtp_1"
  synthTopCellsByArea: "edfxtp_1, mux2i_1, mux4_2, a22oi_1, dfxtp_1"
  ys_cells: 3996
  top_area_share_pct: 53.1
  syn_inst: 3996
  ys_chip_area_um2: 57900
  ys_warn_count: 1
  syn_area_per_cell_um2: 14.5
  ys.flops: 1120
  synth_area_um2: 57900
  synthDistinctLibCells: 29
timing:
  setup_viol: 0
  worst_pin_slew_ns: 0.931
  fin_skew_ns: 0.0273
  period_minus_slack_ns: 4.27
  slew-limit-headroom_pct: 37.8
  finalMaxSlewViolations: 0
  fin_tns_setup_ns: 0
  max_freq_mhz: 234
  worst_slack_ns: 4.63
  hold_viol: 0
  finalCritPeriodShare_pct: 47.9
  rsz0062_at_grt: "no"
clocking:
  clkSlewWorstSetupHoldPaths_ns: 0.06
  hold_buffers: 0
  numCtsBuffers: 131
  insertion_delay_ns: 0.77
  clock-sinks: 1120
  cts_root_buffer: "clkbuf_16"
  htreeDepth: 4
  tritoncts: "done"
  clockBufferDepth: 3
  cts_setup_buffers: 0
  post_cts_resized: 0
power:
  swShare_pct: 23.9
  p_per_area_nw_per_um2: 192
  p_switching_mw: 3.03
  power_frac_comb_pct: 10.4
  peakVddDrop_v: 0.000205
  intPower_mw: 9.62
  leakage_nw: 23.6
  seqPwrFrac_pct: 47.0
  p_clk_share_pct: 42.6
worst_setup_path:
  critPathLaunchType: "input pin"
  required_ns: 9.49
  cp-end-kind: "flip-flop"
  slowest_delay_ns: 0.69
  slowest_stage: "buf_4"
  critPathBufInv: 3
  cp_max_fo: 36
  cp_top_family: "buffers and inverters"
  critPathArrivalTime_ns: 4.86
  crit_chain: "clkdlybuf4s50_1, nor2_4, buf_4, buf_4, a22o_1, nor3_1, a31oi_1, nand3_1"
  setup.worst_path.class: "in2reg"
  path_common_cell: "buf_4"
  worst_r2r_path_depth: 3
  cp.depth: 8
finish:
  final_cell_mix: "mux2i_1, edfxtp_1, a22oi_1, mux4_2, nand2_1"
  syn2layout_area_growth_pct: 13.9
  drive_gt1_share_pct: 15.9
  fin_cells: 6111
  fin_util_pct: 45.9
die:
  io_pins: 145
  die_height_um: 382
  dieArea_um2: 146000
  coreArea_um2: 144000
  fp_util_pct: 40.3
  die_width_um: 382
  row_count: 139
route:
  drc: 0
  drt_iter0_drc: 2972
  routed_via_density: 6.43
  dr.pass1.iters: 25
  drt_wl_total_um: 205000
  ant_nets: 0
  wl_per_cell_um: 33.5
  num_vias: 39300
grt:
  antenna_found_initial: 10
  grt_pass1_wl_um: 290000
  overflow: 0
  grt_max_degree: 90
  gr-usage-all-layers_pct: 29.9
  grt_pass1_vias: 40800
flow_run:
  tool_warnings: 26
  cap_violations: 0
place:
  dp_slack_ns: 3.92
  portBuffers: 144
  dp_hpwl_um: 113000
  dp_cells: 5869
  place_congestion: 0.929
min_path:
  hold_path_class: "reg2reg"
  hold_depth: 4
logic make-up (layout without fill, tap and decap cells):
family,after synthesis,count (layout),share of synthesized area (%)
AOI/OAI and AO/OA,704,704,8.44
other,0,2,0
muxes,1280,1280,27.7
and+or+nand+nor,551,551,4.41
DFF,1120,1120,56.4
buffers and inverters,341,551,3.07
cell type report:
cell class	count	area [um^2]
multi-input combinational	2535	23800
clock inverter	49	457
antenna	2	5.00
tap	1903	2380
timing repair buffer	311	2800
fill	12400	77700
clock buffer	191	3840
sequential	1120	32700
worst min-delay path, cell delays in order, from the launching register on:
cell	delay [ns]
edfxtp_1	0.36
mux2i_1	0.08
nand2_1	0.06
a31oi_1	0.07
nand3_1	0.06
synthesized netlist by cell type, drive strengths merged:
cell type	number
or3	1
buf	196
nand2	197
and2	3
a22oi	320
dfxtp	96
nand3	194
nor3b	2
or2	4
edfxtp	1024
mux4	256
and3	1
mux2i	1024
a31oi	64
a22o	128
and3b	1
nand3b	3
nand2b	4
nand4	32
or3b	3
nor3	65
nor2b	4
nor2	37
a21oi	192
clkbuf	145
path summary, 6_finish.rpt:
check	startpoint	end	slack (ns)
setup reg to reg	rom_array[10][25]	a0[25]	7.34
setup / recovery	AD2[0]	RD2[25]	4.63
hold reg to reg	rom_array[16][23]	RD2[23]	0.66
hold / removal	rom_array[16][23]	RD2[23]	0.66
metal layers:
metal	vias to the layer above	GRT usage [%]	part of all wire [%]
met5	-	3.27	0.35
li1	16500	-	-
met3	509	22.8	18
met2	2848	41.5	44
met4	37	10.2	4.4
met1	19400	36.3	34
power groups by stage:
stage	registers [mW]	clock network (mW)	logic (mW)
after CTS	5.95	5.46	1.30
after global routing	5.95	5.65	1.39
final	5.94	5.39	1.32
sequential cells by signal (all words and copies together), names as in the netlist:
name       count
rom_array   1024
RD1           32
RD2           32
a0            32
stage by stage:
stage	hold WS, ns	power, mW	cell area [um^2]
floorplan	0.598	6.76	57900
global placement	0.641	7.35	61700
detailed placement	0.637	7.35	61700
CTS	0.655	12.7	65900
global route	0.703	13.0	65900
finish	0.659	12.7	66000
Power is estimated from default activity; no workload was simulated.
